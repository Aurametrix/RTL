===== flow/config.mk =====
export PLATFORM = sky130hd
export DESIGN_NAME = Full_Adder4
export DESIGN_NICKNAME = Full_Adder4
export VERILOG_FILES = /design/flow/design.v
export SDC_FILE = /design/flow/constraint.sdc
export NUM_CORES = 4
export LEC_CHECK = 1
export CORE_AREA = 10 10 70 70
export DIE_AREA = 0 0 80 80

===== flow/constraint.sdc =====
current_design Full_Adder4

set clk_period 3.8
set clk_io_pct 0.2

create_clock -name clk0 -period $clk_period

set non_clock_inputs [all_inputs -no_clocks]
set_input_delay [expr $clk_period * $clk_io_pct] -clock clk0 $non_clock_inputs
set_output_delay [expr $clk_period * $clk_io_pct] -clock clk0 [all_outputs]

===== flow/design.v =====
module Half_Adder( output c, s, input a, b );
  xor xor01 (s, a, b);
  and and01 (c, a, b);
endmodule  
module Full_Adder( output c_out, s, input a, b, c_in );
  wire s_ha1, c_ha1, c_ha2;
  Half_Adder ha01( c_ha1, s_ha1, a, b );
  Half_Adder ha02( c_ha2, s, s_ha1, c_in );
  or or01 ( c_out, c_ha1, c_ha2 );
endmodule  
module Full_Adder4( output [4:0] s, input [3:0] a, b, input c_in );
  wire [4:0] c;
  Full_Adder adder00 ( c[1], s[0], a[0], b[0], c_in );
  Full_Adder adder01 ( c[2], s[1], a[1], b[1], c[1] );
  Full_Adder adder02 ( c[3], s[2], a[2], b[2], c[2] );
  Full_Adder adder03 ( c[4], s[3], a[3], b[3], c[3] );
  assign s[4] = c[4];
endmodule  
module test_Full_Adder();
  reg  [3:0] a;
  reg  [3:0] b;
  wire [4:0] s;
  Full_Adder4 FA4 ( s, a, b, 0 );
  initial begin
    $display( "   a +    b =     s" );
    $monitor( "%4d + %4d = %5d", a, b, s );
     a=4'b0000; b=4'b0000;
  #1 a=4'b0000; b=4'b0001;
  #1 a=4'b0001; b=4'b0001;
  #1 a=4'b0011; b=4'b0001;
  #1 a=4'b0111; b=4'b0001;
  #1 a=4'b1111; b=4'b0001;
  end
endmodule  

===== flow/run.sh =====
#!/bin/bash
# OpenROAD 26Q1-2900-gdf79404cd8, Yosys 0.63+post, stock flow scripts
make -C /OpenROAD-flow-scripts/flow DESIGN_CONFIG=/design/flow/config.mk WORK_HOME=/design/flow/orfs finish

==> flow_summary.yaml <==
# flow metrics
timing:
  rsz0062_at_grt: "false"
  finalSetupTns_ns: 0
  setup_slack_ns: 0.125
  setup_viol: 0
  slew_violations: 0
  slew_headroom_pct: 93.2
  tightest_slew_ns: 0.102
  fin_crit_ns: 3.68
  final.period_utilization_pct: 96.7
  whs_ns: 2.31
  max_freq_mhz: 272
  finalHoldViolCount: 0
critical_path:
  arrival_ns: 2.92
  path_class: "primary input to primary output"
  worstPathRequired_ns: 3.04
  critPathMaxStageDelay_ns: 0.46
  cp_max_fo: 1
  critPathCaptureType: "primary output"
  crit_chain: "clkdlybuf4s50_1, inv_1, fa_2, inv_2, fa_2, fa_2, inv_1, fa_1, inv_1, clkdlybuf4s50_1"
  crit_slowest_cell: "clkdlybuf4s50_1"
  critPathLaunchType: "primary input"
route:
  first_pass_iters: 1
  wl_um: 422
  diodes: 0
  avgViaCountPerCell: 1.66
  antenna_left: 0
  drt_drc_violations_left: 0
  vias: 123
  wl_per_cell_um: 5.70
  drtIter0Drc: 0
global_route:
  grt_util_all_layers_pct: 1.21
  grt_first_pass_wirelength_um: 621
  grt_max_degree: 2
  overflow: 0
  grt_pass1_vias: 152
  grt_antenna_before_repair: 0
floorplan:
  fp.dieH_um: 80
  fp_util_pct: 4.54
  core_um2: 3420
  chipWidth_um: 80
  row_count: 21
  die_area_um2: 6400
  pin_count: 14
placed_design:
  port-buffer-count: 14
  gp_congestion: 0.824
  place_hpwl_um: 414
  pre_cts_ws_ns: -0.221
clocking:
  holdBufCountCts: 0
synth:
  yosys_cells: 19
  yosys-top-cells-area: "fa_1 (52%), buf_4 (24%), inv_1 (24%)"
  yosysUniqueCellTypes: 3
  top_area_share_pct: 51.6
  postSynthCellCount: 19
  ys_chip_area_um2: 155
  syn-mean-instance-area_um2: 8.17
  ys_seq_share_pct: 0
  synthesis.area_um2: 155
  yosysWarnings: 0
  yosysTopAreaCell: "fa_1"
pwr:
  p_leak_nw: 0.151
  p_per_area_nw_per_um2: 112
  ir_drop_v: 0.0000195
min_path:
  hold_class: "primary input to primary output"
cells_and_area:
  flops: 0
  drive_above_1_share_pct: 21.4
  seq_area_um2: 0
  nClkBuffers: 0
  area_delta_synth_final_pct: 110
outcome:
  status: "completed"
flow_run:
  tool_warnings: 32
  max_cap_violations: 0
[synthesized netlist by cell type]
library cell  number
fa_1               4
buf_4              5
inv_1             10
[logic make-up after synthesis]
group | count (synthesis) | share of synthesized area, %
buf+inv | 15 | 48.4
fa+ha+maj | 4 | 51.6
[placed cells by master (no fill, tap or decap), drive strengths merged]
cell / instances
clkdlybuf4s50: 11
dlymetal6s2s: 2
inv: 10
fa: 4
dlygate4sd2: 1
[where the power goes]
group          internal [mW]  switching (mW)  total [mW]
sequential                 0               0           0
combinational         0.0260          0.0107      0.0367
clock                      0               0           0
total                 0.0260          0.0107      0.0367
[per-stage QoR]
step                      utilization, %  total power [mW]  instance area, µm²  cells
after floorplan                        -            0.0195                 155     19
after global placement              9.23            0.0391                 315     74
after detailed placement            9.23            0.0390                 315     74
after CTS                           9.41            0.0392                 322     74
after global routing                9.56            0.0421                 327     74
final                               9.56            0.0367                 327     74
[worst max-delay path, delay by kind of cell]
| family | cells | cell delay (ns) |
|---|---|---|
| buf+inv | 6 | 1.12 |
| fa+ha+maj | 4 | 1.04 |
[worst paths after layout]
kind / slack (ns) / end / startpoint / cells after the start
min: 2.31 / s[0] / b[0] / 5
max: 0.12 / s[4] / c_in / 10
[what timing repair did]
item	4_1_cts	5_1_grt
endpoints found under the setup margin	2	2
resized	5	4
pin swaps	3	3
setup buffers	0	0
[area by class of cell]
type	count	area (µm²)
fill	400	3090
timing repair buffer	14	144
inverter	10	37.5
multi-input combinational	4	87.6
tap	46	57.6
[metal layers]
metal | vias to the layer above | wire [µm] | GRT usage, %
li1 | 60 | - | -
met1 | 50 | 234 | 2.01
met2 | 13 | 103 | 1.28
met3 | 0 | 83 | 0.682
met4 | 0 | 0 | 0
met5 | - | 0 | 0
Power and IR drop assume default switching activity.
